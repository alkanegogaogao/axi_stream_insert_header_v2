[/design/flow/design.v]
`timescale 1ns / 1ps
module axi_stream_insert_header 
#(
	parameter 						DATA_WD = 32,
	parameter 						DATA_BYTE_WD = DATA_WD / 8, 
	parameter 						BYTE_CNT_WD = $clog2(DATA_BYTE_WD) 
)(
	input 							clk,
	input 							rst_n,
	input 							valid_in,
	input 	[DATA_WD-1 : 0] 		data_in,
	input 	[DATA_BYTE_WD-1 : 0] 	keep_in,
	input 							last_in,
	output 							ready_in,
	output 							valid_out,
	output 	[DATA_WD-1 : 0] 		data_out,
	output 	[DATA_BYTE_WD-1 : 0] 	keep_out,
	output 							last_out,
	input 							ready_out,
	input 							valid_insert,
	input 	[DATA_WD-1 : 0] 		data_insert,
	input 	[DATA_BYTE_WD-1 : 0] 	keep_insert,
	input	[BYTE_CNT_WD-1 : 0]		byte_insert_cnt,
	output 							ready_insert
);
function [DATA_WD:0]swar;
    input [DATA_WD:0] data_in;
    reg [DATA_WD:0] i;
    begin
        i = data_in;
        i = (i & 32'h55555555) + ({0, i[DATA_WD:1]} & 32'h55555555);
        i = (i & 32'h33333333) + ({0, i[DATA_WD:2]} & 32'h33333333);
        i = (i & 32'h0F0F0F0F) + ({0, i[DATA_WD:4]} & 32'h0F0F0F0F);
        i = i * (32'h01010101);
        swar = i[31:24];    
    end        
endfunction
wire	w_insert_active;
wire	w_in_active;
wire	w_out_active;
wire	w_in_active_flag;
wire	w_out_cnt_active;
reg						r_ready_insert;
reg	[DATA_BYTE_WD-1:0]	r_keep_insert;
reg	[DATA_WD-1:0]		r_data;
reg	[DATA_WD-1:0]		r_data1;
reg	[DATA_BYTE_WD-1:0]	r_keep;
reg	[DATA_BYTE_WD-1:0]	r_keep1;
reg						r_in_active1;
reg						r_in_active2;
reg	[4:0]				r_out_cnt;
reg	[DATA_WD*2-1:0]		r_data01_out;
reg 					r_valid_out;
reg	[DATA_BYTE_WD-1:0]	r_keep_out;
reg 					r_last_out;
assign	w_insert_active = 	valid_insert && ready_insert;
assign  w_in_active 	= 	valid_in && ready_in;
assign	w_out_active 	= 	valid_out && ready_out;
assign	ready_insert 	= 	r_ready_insert;
assign	ready_in 		= 	~ready_insert;
assign	data_out 		= 	r_data01_out[DATA_WD-1:0];
assign	last_out		= 	r_last_out;
assign	keep_out		= 	r_keep_out;
assign	valid_out		= 	r_valid_out;
always@(posedge clk or negedge rst_n)begin
	if(!rst_n)
		r_ready_insert <= 1'b1;
	else if(w_insert_active)
		r_ready_insert <= 1'b0;
	else if(last_in)
		r_ready_insert <= 1'b1;
	else
		r_ready_insert <= r_ready_insert;
end
always@(posedge clk or negedge rst_n)begin
	if(!rst_n)
		r_keep_insert <= {DATA_BYTE_WD{1'b0}}; 
	else if(w_insert_active)
		r_keep_insert <= keep_insert;
	else
		r_keep_insert <= r_keep_insert;
end
always@(posedge clk or negedge rst_n)begin
	if(!rst_n)begin
		r_in_active1 <= 0;
		r_in_active2 <= 0;
	end
	else begin
		r_in_active1 <= w_in_active;
		r_in_active2 <= r_in_active1;
	end
end
assign w_in_active_flag = r_in_active1 && (~r_in_active2);
always@(posedge clk or negedge rst_n)begin
	if(!rst_n)begin
		r_data <= 0;
		r_keep <= 0;
	end
	else if(w_insert_active)begin
		r_data <= data_insert;
		r_keep <= keep_insert;
	end
	else if(w_in_active)begin
		r_data <= data_in;
		r_keep <= keep_in;
	end
	else begin
		r_data <= r_data;
		r_keep <= r_keep;
	end
end
always@(posedge clk or negedge rst_n)begin
	if(!rst_n)begin
		r_data1 <= 0;
		r_keep1 <= 0;
	end
	else begin
		r_data1 <= r_data;
		r_keep1 <= r_keep;
	end
end
always@(posedge clk or negedge rst_n)begin
	if(!rst_n)
		r_valid_out <= 1'b0;
	else if(w_in_active_flag)
		r_valid_out <= 1'b1;
	else if(last_out)
		r_valid_out <= 1'b0;
	else
		r_valid_out <= r_valid_out;
end
always@(posedge clk or negedge rst_n)begin
	if(!rst_n)
		r_out_cnt <= 0;
	else if(valid_out && last_out)
		r_out_cnt <= 0;
	else if(w_in_active_flag)
		r_out_cnt <= 0;
	else
		r_out_cnt <= r_out_cnt +1;
end
always@(posedge clk or negedge rst_n)begin
	if(!rst_n)
		r_last_out <= 1'b0;
	else if(valid_out && (r_out_cnt == 4))
		r_last_out <= 1'b1;
	else
		r_last_out <= 1'b0;
end
always@(posedge clk or negedge rst_n)begin
	if(!rst_n)
		r_data01_out <= 0;
	else if(w_in_active_flag || valid_out)
		r_data01_out <= {r_data1,r_data} >> swar(r_keep_insert)*8;
	else
		r_data01_out <= r_data01_out;
end
always@(posedge clk or negedge rst_n)begin
	if(!rst_n)
		r_keep_out <= 0;
	else if(w_in_active_flag)
		r_keep_out <= {DATA_BYTE_WD{1'b1}};
	else if( (r_out_cnt == 4) && w_out_active )
		r_keep_out <= r_keep1 << ( DATA_BYTE_WD - swar(r_keep_insert) );
	else 
		r_keep_out <= r_keep_out;
end
endmodule
[/design/flow/run.sh]
#!/bin/bash
# OpenROAD 26Q1-2900-gdf79404cd8, Yosys 0.63+post, stock flow scripts
make -C /OpenROAD-flow-scripts/flow DESIGN_CONFIG=/design/flow/config.mk WORK_HOME=/design/flow/orfs finish
[/design/flow/config.mk]
export PLATFORM = sky130hd
export DESIGN_NAME = axi_stream_insert_header
export DESIGN_NICKNAME = axi_stream_insert_header
export VERILOG_FILES = /design/flow/design.v
export SDC_FILE = /design/flow/constraint.sdc
export NUM_CORES = 4
export LEC_CHECK = 1
export CORE_UTILIZATION = 40
[/design/flow/constraint.sdc]
current_design axi_stream_insert_header

set clk_period 8.2
set clk_io_pct 0.2

create_clock -name clk0 -period $clk_period [get_ports {clk}]

set non_clock_inputs [all_inputs -no_clocks]
set_input_delay [expr $clk_period * $clk_io_pct] -clock clk0 $non_clock_inputs
set_output_delay [expr $clk_period * $clk_io_pct] -clock clk0 [all_outputs]
==> run summary <==
Physical design

The largest voltage drop on the vdd net stands at approximately 0.00018 V. The minimum clock period stands at about 3700 ps. The total length of routed wires stands at 13.49 mm.

TritonCTS built the clock tree. Buffers inserted to repair hold after CTS numbered 0. The pin closest to its max-slew limit shows a slew of approximately 800 ps. The flow ran to the end, and the final reports show no timing, DRC or antenna violations. A synthesized cell averages ~12 µm². The post-placement worst setup slack stands at ~4500 ps. In the final layout, the share of cells above drive strength 1 is 0.1248. Per the timing report, the achievable frequency comes out to between 200 and 300 MHz. The layout filler cell count stands at 1220. The critical path is of the reg2reg type. Hold is met by between 300 and 400 ps. Looking at the cell usage after synthesis, the top flip-flop cell is dfrtp_1. In this run the deepest clock path goes through 2 buffers.

The first global-routing pass estimated between 20 and 25 mm of wire. According to the CTS report, the clock sink count is about 120. Dividing the final minimum period by the clock period gives 0.4529. The run reported a max-capacitance violation count of 0. The number of synthesized flops with an enable pin stands at 0.

The net load switching power stands at between 0.001 and 0.0015 W. On the critical path the data arrives at roughly 4100 ps. According to the hold report, the worst path is of the reg2reg type. Of all flip-flops after synthesis, the portion carrying an async set or reset was 1.000. The H-tree depth reported by CTS stands at 4. The via count of the first global-routing pass was 4370.

The share of power burned in combinational logic stands at 0.465. The share of the core filled by cells before placement stands at 0.4124. The normalized max-slew margin stands at 0.4550. The number of remaining DRC errors stands at 0. Synthesis instantiated 42 different standard cells from the library. Of the total power, registers draw 0.310.

The number of rows created at floorplan stands at 44. Per the detail_route report, inserted antenna diodes total 0. The die covers about 16000 µm². The largest net degree at the start of global routing stands at approximately 70. The worst setup path is captured at a flip-flop. The utilization of the core after routing stands at 0.5361. The worst setup path is launched from a flip-flop. Before antenna repair, the detailed router went through 28 iterations. The area growth from synthesis to final layout stands at 30.00%. The worst setup margin stands at around 4500 ps. The report lists the power per cell area as 394.0 nW/µm². The required time at the worst endpoint is listed as 8540 ps. The total via count after detailed routing stands at about 4300. Adding up every negative setup slack in the final design gives 0 ps. The setup skew after layout stands at between 7 and 8 ps. The average wire per cell in the routed design stands at around 17 µm.

The number of storage elements in the synthesis netlist stands at roughly 120. The number of buffers added by the clock tree synthesis step stands at 17. The final-report hold violation count stands at 0.

The number of pins exceeding their max-slew limit in the final report stands at 0. The timing report gives the clock slew at the launch and capture registers of the worst setup and hold paths as 50 ps. Of the total power, the share spent switching nets is 0.3364. The number of setup buffers added after CTS is 0. In this run the horizontal extent of the chip is ~120 µm. The number of instances in the placed design stands at between 700 and 800.

The number of resized instances in the post-cts repair step stands at 0. The wire-length estimate of the detail-placed layout is between 9 and 10 mm. The total internal power stands at around 0.002 W.

Setup repair after global routing left no endpoint under its margin. The report shows a maximum critical-path fanout of 22. The tally of buffers added on design ports stands at 117. The violation tally from detailed-route iteration zero stands at 271.

The core region is ~15000 µm². Counting the warning lines in the Yosys log gives 1. For this design, Yosys synthesis ends with a cell count of around 520. The initial antenna violation count stands at 0.

The share of total power dissipated in the clock network is 0.225. The leakage power stands at 3.360 nW. The number of placed I/O pins stands at 120. Synthesis produced a netlist whose cell count is between 500 and 600. Per the detail_route report, vias per standard cell equal approximately 5.3. For this run the aggregate overflow at the end of global routing stands at 0. In this run the remaining antenna-violating nets after routing total 0. The routability congestion estimate from global placement stands at just under 0.8. According to the Yosys statistics, the synthesized design has a chip area of roughly 6000 µm². The die is around 120 µm tall. The number of failing setup endpoints in the final timing report stands at 0.

The final cell count without fillers stands at 817. The sequential area share after synthesis stands at 0.5057. The tree is rooted in a clkbuf_16. Across all stage logs, warnings added up to 28. The cell area after technology mapping stands at about 6000 µm².

The overall global routing resource usage stands at 0.1904. The clock insertion delay at the later pin of the skew report stands at ~400 ps.
[synth_stat cells, types with 2 or more instances]
cell       instances  share of area
nor2_1            55          0.034
a21oi_1           41          0.034
clkbuf_1          15         0.0093
a221oi_1           7          0.010
nor4_1             2         0.0021
buf_2             13          0.011
a222oi_1           4         0.0066
o21ai_0           38          0.031
dfrtp_1          121           0.50
and2_1             2         0.0021
buf_6              4         0.0075
a211o_1            3         0.0044
ha_1               7          0.015
inv_1             12         0.0075
mux2_4             2         0.0050
buf_4              4         0.0050
o22ai_1            8         0.0083
nor2b_1            6         0.0062
mux2i_1           58          0.096
or2_2              2         0.0021
a21o_1             6         0.0075
xor2_1             2         0.0029
nand3_1            3         0.0025
nand2_1           47          0.029
mux4_2            28           0.10
mux2_2             2         0.0037
a2111oi_0          5         0.0073
mux4_1             4          0.017
[path summary, 6_finish.rpt]
check | cells after the start | slack, ps | end | start
setup / recovery | 12 | 4490 | r_keep_out[3]$_DFFE_PN0P_ | r_keep_insert[0]$_DFFE_PN0P_
hold / removal | 0 | 370 | r_in_active2$_DFF_PN0_ | r_in_active1$_DFF_PN0_
setup reg to reg | 12 | 4490 | r_keep_out[3]$_DFFE_PN0P_ | r_keep_insert[0]$_DFFE_PN0P_
hold reg to reg | 0 | 370 | r_in_active2$_DFF_PN0_ | r_in_active1$_DFF_PN0_
max in group asynchronous | 3 | 5500 | r_data01_out[25]$_DFFE_PN0P_ | rst_n
min in group asynchronous | 1 | 1110 | r_keep[2]$_DFFE_PN0P_ | rst_n
[critical path, stage by stage (launching register included)]
cell and delay [ps]:
dfrtp_1 390, ha_1 330, ha_4 130, inv_1 40, fa_1 1000, buf_4 410
ha_1 200, inv_1 40, ha_1 250, nor2b_1 110, o21ai_0 170, a2111oi_0 410
a211o_1 150
[through the flow]
step	power (W)	instance area [µm²]
after floorplan	0.001998	6040
after global placement	0.002373	7283
after detailed placement	0.002403	7283
after CTS	0.003126	7851
after global routing	0.003322	7851
final	0.003093	7851
[cell families after synthesis]
family                   Yosys count  synth area share
buffers and inverters             51           0.04661
adder cells (fa/ha/maj)            8           0.01782
multiplexers                      94            0.2266
AND-OR/OR-AND                    116            0.1156
AND/OR/NAND/NOR                  121           0.08328
XOR/XNOR                           3          0.004351
flip-flops                       122            0.5057
[layer usage]
metal | part of all wire | vias up | track usage
li1 | - | 2100 | -
met1 | 0.50 | 2064 | 0.3311
met2 | 0.42 | 148 | 0.2545
met3 | 0.074 | 8 | 0.05954
met4 | 0.0099 | 0 | 0.01722
met5 | 0 | - | 0
[cell usage in the layout, fill, tap and decap left out, types with 3 or more instances in the layout]
cell,n
o21ai_0,38
mux2i_1,58
a222oi_1,4
o22ai_1,8
clkbuf_16,17
clkbuf_8,3
nor2b_1,5
nor2_1,55
a21oi_1,41
buf_4,9
ha_1,6
clkinv_4,3
dfrtp_1,121
nand2_1,47
clkinvlp_4,3
a21o_1,6
inv_1,12
clkinv_2,3
mux4_1,4
clkdlybuf4s50_1,116
a2111oi_0,5
nand3_1,3
a221oi_1,7
mux4_2,28
a211o_1,3
[area by class of cell]
type / count / area [µm²] / area share
flip-flops and latches: 122 / 3054 / 0.3890
multi-input cells: 342 / 2725 / 0.3471
repair buffers: 125 / 1229 / 0.1565
clock buffers: 22 / 474.2 / 0.06040
well taps: 184 / 230.2 / 0.02932
clock inverters: 10 / 93.84 / 0.01195
inverters: 12 / 45.04 / 0.005737
[power by group through the flow]
| stage | logic, W | clock network [W] | registers (W) |
|---|---|---|---|
| 6_report | 0.00144 | 0.000697 | 0.000959 |
| 5_1_grt | 0.00159 | 0.000742 | 0.000991 |
| 4_1_cts | 0.00145 | 0.000713 | 0.000961 |
[sequential cells by signal, summed over array words and instances, names as in the netlist, 4 cells and up]
register,cells
r_keep,4
r_data01_out,32
r_data1,32
r_keep1,4
r_data,32
r_keep_out,4
r_out_cnt,5
r_keep_insert,4
No activity file was given, so power comes from the tool's default toggle rates.
